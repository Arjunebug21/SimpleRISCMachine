### design/flow/run.sh
#!/bin/bash
# OpenROAD 26Q1-2900-gdf79404cd8, Yosys 0.63+post, stock flow scripts
make -C /OpenROAD-flow-scripts/flow DESIGN_CONFIG=/design/flow/config.mk WORK_HOME=/design/flow/orfs finish
### design/flow/config.mk
export PLATFORM = sky130hd
export DESIGN_NAME = cpu
export DESIGN_NICKNAME = cpu
export VERILOG_FILES = /design/flow/design.v
export SDC_FILE = /design/flow/constraint.sdc
export NUM_CORES = 4
export LEC_CHECK = 1
export CORE_UTILIZATION = 50
### design/flow/constraint.sdc
current_design cpu

set clk_period 10.6
set clk_io_pct 0.2

create_clock -name clk0 -period $clk_period [get_ports {clk}]

set non_clock_inputs [all_inputs -no_clocks]
set_input_delay [expr $clk_period * $clk_io_pct] -clock clk0 $non_clock_inputs
set_output_delay [expr $clk_period * $clk_io_pct] -clock clk0 [all_outputs]
### design/flow/design.v
module ALU (Ain, Bin, ALUop, out, N_sig, V_sig, Z_sig);
    input [15:0] Ain, Bin;
    input [1:0] ALUop;
    output reg [15:0] out;
    output wire N_sig, V_sig, Z_sig;
    always_comb begin
        case (ALUop) 
        2'b00: out = Ain + Bin;
        2'b01: out = Ain - Bin;
        2'b10: out = Ain & Bin;
        2'b11: out = ~Bin;
        default : out = 16'bxxxxxxxxxxxxxxxx;
        endcase
    end
    assign Z_sig = (out === 16'b0000000000000000) ? 1'b1 : 1'b0;
    assign N_sig = out[15]; 
    assign V_sig = ((Ain[15] === Bin[15]) && (out[15] !== Ain[15])) ? 1'b1: 1'b0;
endmodule
module cpu(clk,reset,out,N,V,Z, mem_cmd, mem_addr, read_data);
input clk, reset;
output [15:0] out;
output N, V, Z;
wire load_pc, reset_pc, load_ir, addr_sel;
output [1:0] mem_cmd;  
output [8:0] mem_addr;  
input [15:0] read_data;  
wire [15:0] instr_wire;
wire load_addr;
load_enable_cpu instruction_reg(.in(read_data), .load(load_ir), .clk(clk), .out(instr_wire));  
wire [2:0] opcode;
wire [1:0] op;
wire [1:0] nsel;
wire [15:0] sximm5_num;
wire [15:0] sximm8_num;
wire [1:0] shift_num;
wire [2:0] read_reg;
wire [2:0] write_reg;
wire write, loada, loadb, asel, bsel, loadc, loads;
wire [1:0] vsel;
i_decoder instruction_decoder(.in(instr_wire), .nsel(nsel), .opcode(opcode), .op(op), .sximm5(sximm5_num), .sximm8(sximm8_num), .shift(shift_num), .readnum(read_reg), .writenum(write_reg));
FSM_controller controlla(.reset(reset), .clk(clk), .opcode(opcode), .op(op),
                        .nsel(nsel), .loada(loada), .loadb(loadb), 
                        .asel(asel), .bsel(bsel), .loads(loads), 
                        .loadc(loadc), .write(write), .vsel(vsel), 
                        .load_pc(load_pc), .reset_pc(reset_pc), 
                        .load_ir(load_ir), .addr_sel(addr_sel), .mem_cmd(mem_cmd), .load_addr(load_addr));
datapath DP(.clk(clk), .readnum(read_reg), .vsel(vsel), .mdata(read_data), 
            .sximm8(sximm8_num), .sximm5(sximm5_num), .PC(8'b0), .loada(loada), 
            .loadb(loadb), .shift(shift_num), .asel(asel), .bsel(bsel), 
            .ALUop(op), .loadc(loadc), .loads(loads), .writenum(write_reg), 
            .write(write), .N(N), .V(V), .Z(Z), .datapath_out(out));
wire [8:0] PC, next_pc;
wire [8:0] curr_data_addr;
program_counter PC_reg(.in(next_pc), .load(load_pc), .clk(clk), .out(PC));  
assign next_pc = reset_pc ? 9'b0: (PC + 9'b1);  
assign mem_addr = addr_sel ? PC : curr_data_addr;
load_enable_data_addr ld_en_data_address(.in(out[8:0]), .load(load_addr), .clk(clk), .out(curr_data_addr));
endmodule
module program_counter(in, load, clk, out);
    input [8:0] in;
    input load, clk;
    output reg [8:0] out;
    wire [8:0] next_output;
    assign next_output = load ? in: out;
    always_ff @(posedge clk) begin
        out <= next_output;
    end
endmodule
module load_enable_data_addr(in, load, clk, out);
input [8:0] in;
input load, clk;
output reg [8:0] out;
wire [8:0] next_output;
assign next_output = load ? in: out;
always_ff @(posedge clk) begin
    out <= next_output;
end
endmodule
module load_enable_cpu(in, load, clk, out);
input [15:0] in;
input load, clk;
output reg [15:0] out;
wire [15:0] next_output;
assign next_output = load ? in: out;
always_ff @(posedge clk) begin
    out <= next_output;
end
endmodule
module i_decoder(in, nsel, opcode, op, sximm5, sximm8, shift, readnum, writenum);
input [15:0] in;
input [1:0] nsel;  
output [2:0] opcode;
output [1:0] op;  
output [15:0] sximm8, sximm5;
output [2:0] readnum, writenum;
output [1:0] shift;
sign_extend5 s5(in[4:0], sximm5);  
sign_extend8 s8(in[7:0], sximm8);
reg [2:0] reg_num;
wire [2:0] Rn, Rd, Rm;
assign Rn = in[10:8];
assign Rd = in[7:5];
assign Rm = in[2:0];
always_comb begin
    case (nsel)
    2'b00: reg_num = Rn;  
    2'b01: reg_num = Rd;  
    2'b10: reg_num = Rm;  
    default: reg_num = 3'bx;
    endcase
end
assign readnum = reg_num;
assign writenum = reg_num;
assign shift = in[4:3];
assign opcode = in[15:13];
assign op = in[12:11];
endmodule
module sign_extend5(in, out);
input [4:0] in;
output reg [15:0] out;
assign out = {{11{in[4]}}, in};
endmodule
module sign_extend8(in, out);
input [7:0] in;
output reg [15:0] out;
assign out = {{8{in[7]}}, in};
endmodule
module FSM_controller(reset, clk, opcode, op, nsel, loada, loadb, asel, bsel, loads, loadc, write, vsel, load_pc, reset_pc, load_ir, addr_sel, mem_cmd, load_addr);
input reset, clk;
input [2:0] opcode;
input [1:0] op;
output reg [1:0] nsel, vsel;
output reg loada, loadb, loadc, loads, asel, bsel, write;
output reg load_pc, reset_pc, load_ir, addr_sel, load_addr;
output reg [1:0] mem_cmd;
reg [4:0] present_state, next_state, next_state_reset;
assign next_state_reset = reset ? 5'b00000 : next_state;
my_vDFF #(5) flip_flop(.clk(clk), .in(next_state_reset), .out(present_state));
always_comb begin
    write = 0;
    loada = 0;
    loadb = 0;
    loadc = 0;
    loads = 0;
    asel = 0;
    bsel = 0;
    load_pc = 0;
    load_ir = 0;
    reset_pc = 0;
    addr_sel = 0;
    nsel = 2'b00;
    vsel = 2'b00;
    next_state = 5'b00000;
    mem_cmd = 2'b01;
    load_addr = 0;
    case (present_state)
    5'b00000: begin  
        write = 0;
        loada = 0;
        loadb = 0;
        loadc = 0;
        loads = 0;
        load_pc = 1;
        load_ir = 0;
        reset_pc = 1;
        addr_sel = 0;
        load_addr = 0;
        next_state = 5'b10001;
    end
    5'b10001: begin
        loada = 0;
        loadb = 0;
        loadc = 0;
        loads = 0;
        write = 0;
        load_pc = 0;
        reset_pc = 0;
        addr_sel = 1;
        load_addr = 0;
        mem_cmd = 2'b01;  
        next_state = 5'b10010;
    end
    5'b10010: begin
        addr_sel = 1;
        load_ir = 1;
        mem_cmd = 2'b01;  
        next_state = 5'b10011; 
    end
    5'b10011: begin
        load_ir = 0;
        load_pc = 1;
        next_state = 5'b00001;
    end
    5'b00001: begin  
        if (opcode === 3'b110)
        next_state = 5'b00010;
        else if (opcode === 3'b111)
        next_state = 5'b11010;
        else
        next_state = 5'b01000;
    end
    5'b11010: begin
        load_pc = 0;
        next_state = 5'b11010;
    end
    5'b00010: begin  
        if (op === 2'b10)
            next_state = 5'b00011;
        else
            next_state = 5'b00100;
    end
    5'b00011: begin  
        vsel = 2'b10;
        nsel = 2'b00;
        write = 1;
        loada = 0;
        loadb = 0;
        loadc = 0;
        loads = 0;
        next_state = 5'b10001;
    end
    5'b00100: begin  
        write = 0;
        nsel = 2'b10;
        loada = 0;
        loadb = 1;
        loadc = 0;
        loads = 0;
        next_state = 5'b00101;
    end
    5'b00101: begin
        loada = 0;
        loadb = 0;
        asel = 1;
        bsel = 0;
        loadc = 1;
        next_state = 5'b00111;
    end
    5'b00111: begin
        loadc = 0;
        loads = 0;
        nsel = 2'b01;
        write = 1;
        vsel = 2'b00;
        next_state = 5'b10001;
    end
    5'b01000: begin
        if (opcode === 3'b011 || opcode === 3'b100)
        next_state = 5'b01010;
        else
        next_state = 5'b01001;  
    end
    5'b01001: begin
        nsel = 2'b10;
        loadb = 1;
        loada = 0;
        loadc = 0;
        loads = 0;
        write = 0;
        if (op === 2'b11)
        next_state = 5'b01011;
        else
        next_state = 5'b01010;
    end
    5'b01010: begin
        nsel = 2'b00;
        loadc = 0;
        loads = 0;
        loadb = 0;
        loada = 1;
        if (opcode === 3'b011 || opcode === 3'b100)
        next_state = 5'b10100;
        else if (op === 2'b01)
        next_state = 5'b10000;
        else if (op === 2'b00 || op === 2'b10)
        next_state = 5'b01011;
    end
    5'b01011: begin
        loada = 0;
        loadb = 0;
        asel = 0;
        bsel = 0;
        loadc = 1;
        next_state = 5'b01111;
    end
    5'b01111: begin
        loadc = 0;
        vsel = 2'b00;
        write = 1;
        nsel = 2'b01;
        next_state = 5'b10001;
    end
    5'b10000: begin
        asel = 0;
        bsel = 0;
        loadc = 0;
        loads = 1;
        next_state = 5'b10001;
    end
    5'b10100: begin
        loada = 1'b0;
        loadb = 1'b0;
        loads = 1'b0;
        bsel = 1'b1;
        asel = 1'b0;
        loadc = 1'b1;
        if (opcode === 3'b100)
        next_state = 5'b10111;
        else
        next_state = 5'b10101;
    end
    5'b10101: begin
        load_addr = 1;
        addr_sel = 0;
        mem_cmd = 2'b01;
        next_state = 5'b10110;
    end
    5'b10110: begin
        next_state = 5'b11011;
    end
    5'b11011: begin
        vsel = 2'b11;
        nsel = 2'b01;
        write = 1'b1;
        loada = 0;
        loadb = 0;
        loadc = 0;
        loads = 0;
        next_state = 5'b10001;
    end
    5'b10111: begin
        load_addr = 1;
        loadc = 0;
        next_state = 5'b11000;
    end
    5'b11000: begin
        load_addr = 0;
        write = 0;
        nsel = 2'b01;
        loadb = 1;
        loada = 0;
        loadc = 0;
        loads = 0;
        next_state = 5'b11001;
    end
    5'b11001: begin
        asel = 1;
        bsel = 0;
        loadc = 1;
        loadb = 0;
        next_state = 5'b11100;
    end
    5'b11100: begin
        addr_sel = 0;
        mem_cmd = 2'b10;
        loadc = 0;
        load_addr = 1;
        next_state = 5'b10001;
    end
    default: next_state = 16'bx;
    endcase
end
endmodule
module my_vDFF(clk, in, out) ;
  parameter n = 1;   
  input clk ;
  input [n-1:0] in ;
  output [n-1:0] out ;
  reg [n-1:0] out ;
  always_ff @(posedge clk)
    out = in ;
endmodule 
module datapath(clk, readnum, vsel, mdata, sximm8, sximm5, PC, loada, loadb, shift, asel, bsel, ALUop, loadc, loads, writenum, write, N, V, Z, datapath_out);
input clk;
input write, loada, loadb, asel, bsel, loadc, loads;
input [2:0] readnum, writenum;
input [1:0] shift, ALUop;
input [1:0] vsel;
input [15:0] mdata;
input [15:0] sximm8;
input [7:0] PC;
input [15:0] sximm5;
output Z, N, V;
output [15:0] datapath_out;
reg [15:0] reg_data_in;
wire [15:0] reg_data_out;
always_comb begin
    case(vsel)
    2'b11: reg_data_in = mdata;
    2'b10: reg_data_in = sximm8;
    2'b01: reg_data_in = {8'b0, PC};
    2'b00: reg_data_in = datapath_out;
    endcase
end
regfile REGFILE (.data_in(reg_data_in), .writenum(writenum), .write(write), .readnum(readnum), .clk(clk), .data_out(reg_data_out));
wire [15:0] loada_out, loadb_out;
load_en loadA(.in(reg_data_out), .load(loada), .clk(clk), .out(loada_out));
load_en loadB(.in(reg_data_out), .load(loadb), .clk(clk), .out(loadb_out));
wire [15:0] sout;
shifter SHIFT(.in(loadb_out), .shift(shift), .sout(sout));
wire [15:0] Ain, Bin;
assign Ain = asel ? 16'b0: loada_out;
assign Bin = bsel ? sximm5 : sout;
wire [15:0] ALUout;
wire Z_o, N_o, V_o;
ALU a_l_u (.Ain(Ain), .Bin(Bin), .ALUop(ALUop), .out(ALUout), .N_sig(N_o), .V_sig(V_o), .Z_sig(Z_o));
load_enNVZ status(.in({N_o, V_o, Z_o}), .load(loads), .clk(clk), .out({N, V, Z}));
load_en loadC(.in(ALUout), .load(loadc), .clk(clk), .out(datapath_out));
endmodule
module load_en(in, load, clk, out);
input [15:0] in;
input load, clk;
output reg [15:0] out;
wire [15:0] next_output;
assign next_output = load ? in: out;
always_ff @(posedge clk) begin
    out <= next_output;
end
endmodule
module load_enNVZ(in, load, clk, out);
input [2:0] in;
input load, clk;
output reg [2:0] out;
reg [2:0] next_output;
assign next_output = load ? in: out;
always_ff @(posedge clk) begin
    out <= next_output;
end
endmodule
module regfile(data_in,writenum,write,readnum,clk,data_out);
input [15:0] data_in;
input [2:0] writenum, readnum;
input write, clk;
output reg [15:0] data_out;
wire [7:0] dc_write_out;
wire [15:0] R0, R1, R2, R3, R4, R5, R6, R7;
decoder dc_write (.in(writenum), .out(dc_write_out));
load_enable l0 (.in(data_in), .load(write), .write_bit(dc_write_out[0]), .clk(clk), .out(R0[15:0]));
load_enable l1 (.in(data_in), .load(write), .write_bit(dc_write_out[1]), .clk(clk), .out(R1[15:0]));
load_enable l2 (.in(data_in), .load(write), .write_bit(dc_write_out[2]), .clk(clk), .out(R2[15:0]));
load_enable l3 (.in(data_in), .load(write), .write_bit(dc_write_out[3]), .clk(clk), .out(R3[15:0]));
load_enable l4 (.in(data_in), .load(write), .write_bit(dc_write_out[4]), .clk(clk), .out(R4[15:0]));
load_enable l5 (.in(data_in), .load(write), .write_bit(dc_write_out[5]), .clk(clk), .out(R5[15:0]));
load_enable l6 (.in(data_in), .load(write), .write_bit(dc_write_out[6]), .clk(clk), .out(R6[15:0]));
load_enable l7 (.in(data_in), .load(write), .write_bit(dc_write_out[7]), .clk(clk), .out(R7[15:0]));
always_comb begin
    case (readnum)
    3'b000: data_out[15:0] = R0;
    3'b001: data_out[15:0] = R1;
    3'b010: data_out[15:0] = R2;
    3'b011: data_out[15:0] = R3;
    3'b100: data_out[15:0] = R4;
    3'b101: data_out[15:0] = R5;
    3'b110: data_out[15:0] = R6;
    3'b111: data_out[15:0] = R7;
    endcase
end
endmodule
module decoder(in, out);
input [2:0] in;
output reg [7:0] out;
always_comb begin
    case(in)
    3'b000: out[7:0] = 8'b00000001;
    3'b001: out[7:0] = 8'b00000010;
    3'b010: out[7:0] = 8'b00000100;
    3'b011: out[7:0] = 8'b00001000;
    3'b100: out[7:0] = 8'b00010000;
    3'b101: out[7:0] = 8'b00100000;
    3'b110: out[7:0] = 8'b01000000;
    3'b111: out[7:0] = 8'b10000000;
    default: out[7:0] = 8'bxxxxxxxx;
    endcase
end
endmodule
module load_enable(in, load, write_bit, clk, out);
input [15:0] in;
input load, clk, write_bit;
output reg [15:0] out;
wire [15:0] next_output;
assign next_output = load ? in: out;
always_ff @(posedge clk) begin
    if (write_bit === 1'b1)
    out <= next_output;
end
endmodule
module shifter(in,shift,sout);
    input [15:0] in;
    input [1:0] shift;
    output reg [15:0] sout;
    always_comb begin
        case (shift)
        2'b00: sout = in;
        2'b01: sout = in << 1;
        2'b10: sout = in >> 1;
        2'b11: sout = {in[15], in[15:1]};
        default sout = {16{1'bx}};
        endcase
    end
endmodule
==> notes.md <==
Physical design

The via count of the first global-routing pass stands at 7,118. STA classifies the critical path endpoint as a register. Pins over their slew limit in the final report were tallied at 0. The clock passes through at most 3 buffers. The worst supply voltage drop on vdd stands at 122 uV. The number of port buffers stands at 47. The die outline area stands at 22,800 sq um. The H-tree depth reported by CTS stands at 1. For this configuration, the core starts out at a cell density of 50.9%.

The placeable core area stands at 21,800 sq um. The row count stands at 54. According to the dpl log, the detail-placed design has an HPWL of 18,600 um. Per the post-CTS timing run, clock transition at the registers of the reported paths is 0.06 ns. Checking hold timing, the worst path is listed with class reg2reg. TritonCTS built the clock tree. The gate-level netlist out of Yosys references 71 unique cell types. The die height stands at 151 um. The total antenna diodes in the routed design stands at 0. STA classifies the critical path startpoint as a register. The number of sinks driven by the clock tree stands at 237.

The relative area change from synthesis to final layout stands at 15.5%. For this run, the detailed router's first-pass iteration total came to 5. Setup total negative slack on the finished layout was measured at 0 ns.

The synthesis report names the predominant flop master as sky130_fd_sc_hd__edfxtp_1. Switching power as a fraction of the total was reported as 20.8%. The final global-route overflow total stands at 0. For this run, design rule violations remaining after detail routing come to 0. The share of synthesized registers carrying an async set or reset stands at 0%. The post-CTS hold buffer count recorded in the log is 0. The total detailed-routing wirelength stands at 26,000 um. The number of I/O pins stands at 48. The yosys stat chip area stands at 11,100 sq um. In this run the clock root is driven by a sky130_fd_sc_hd__clkbuf_16. In the global route stage, overall resource usage came out at 26.1%. Setup repair after global routing left no endpoint under its margin.

The largest fanout of any net on the critical path stands at 22. Warnings reported by Yosys during synthesis add up to 18. Sorting the Yosys area breakdown by cell type puts at the top sky130_fd_sc_hd__edfxtp_1. The initial antenna violation count is 1. The switching power stands at 0.000407 W. For the pin with the worst max-slew slack, the measured transition is 1.05 ns. The total cells reported by yosys after synthesis stands at 866. Power spread over the standard cell area amounts to 153 nW/um^2.

The die is 151 um wide. The final setup skew stands at 0.0133 ns. The worst-case max-slew headroom was logged as 29.2%. In this run, synthesis inferred 213 flip-flops with an integrated enable. The routed via count stands at 7,158. The layout cell share with drive strength beyond 1 stands at 14.2%. The routed wire length per instance stands at 21.2 um. The DRC violation total after the first TritonRoute iteration stands at 573. The share of total power dissipated in combinational logic is 5.0%. The count of final hold-check violations stands at 0. The leakage power stands at 4.47 nW. The clock share of power stands at 42.7%. The placer congestion estimate stands at 0.907. The synthesized instance count is 866. In the setup report, the worst path falls into the class reg2reg.

In the power breakdown, the internal column shows 0.00155 W. The run finished with clean final reports. The sequential-to-total area share from yosys stat stands at 61.9%. At the later pin of the worst-skew pair, clock insertion delay measures 0.53 ns.

The OpenROAD warning count stands at 27. Per the synthesis report, the single largest cell type by area occupies 57.6% of cell area. The first global-routing pass estimated 40,200 um of wire. Leaving out fill and tap cells, the most frequent cells in the layout are sky130_fd_sc_hd__edfxtp_1, sky130_fd_sc_hd__nand2_1, sky130_fd_sc_hd__o21ai_0. Once detail routing completed, the nets flagged for antenna violations numbered 0. The number of buffers inserted during clock tree synthesis stands at 25. The top cell type in the final layout, fill and taps aside, is sky130_fd_sc_hd__edfxtp_1. The period utilization stands at 45.4%. The required time at the worst endpoint is listed as 10.89 ns. The number of cells upsized or downsized after cts stands at 0. The arrival time of data at the critical path endpoint stands at 5.09 ns. In this run, flip-flops and latches consume 52.2% of the power. The ratio of routed vias to standard cells stands at 5.83. The number of storage elements in the synthesis netlist stands at 237.

The number of non-filler instances in the completed layout stands at 1,228. Per the run summary, max-cap violations total 0. The final critical-path required period stands at 4.81 ns. The maximum number of pins on one net before global-route repair stands at 38. After clock tree synthesis, the setup repair step added 0 buffers. The mean area per synthesized cell stands at 12.8 sq um. The final tally of setup violations stands at 0. The peak clock frequency supported by timing stands at 0.208 GHz.

Ranked by total cell area, the synthesized netlist is headed by sky130_fd_sc_hd__edfxtp_1, sky130_fd_sc_hd__dfxtp_1, sky130_fd_sc_hd__mux4_2, sky130_fd_sc_hd__mux2i_1, sky130_fd_sc_hd__nand2_1. Summing every instance area after synthesis gives 11,100 sq um. The total placed cells including tap cells stands at 1,185.
[area by class of cell]
cell class / instances / area (sq um)
multi-input cells: 566 / 4000
fillers: 1693 / 9000
clock inverters: 11 / 120
well taps: 280 / 350
clock buffers: 32 / 662
inverters: 19 / 71.3
repair buffers: 83 / 741
flip-flops and latches: 237 / 6880
[cell families after synthesis]
group / after synthesis / synth area share (%)
flip-flops: 237 / 61.9
XOR/XNOR: 25 / 1.97
multiplexers: 68 / 8.34
AND-OR/OR-AND: 186 / 10.8
AND/OR/NAND/NOR: 265 / 11.9
adder cells (fa/ha/maj): 22 / 2.55
buffers and inverters: 63 / 2.54
[routing by layer]
metal  vias to the layer above  track usage [%]  share of wire [%]
met3                        45             9.40                9.0
met5                         -                0              0.050
met2                       276             40.0                 48
met1                      3433             38.7                 40
li1                       3402                -                  -
met4                         2             6.20                3.0
[worst paths after layout]
path,startpoint,to,slack (ns),cells past startpoint
worst max-delay path,controlla.flip_flop.out[5]$_DFF_P_,DP.status.out[1]$_DFFE_PP_,5.79,15
worst min register to register,controlla.flip_flop.out[11]$_DFF_P_,controlla.flip_flop.out[21]$_DFF_P_,0.45,1
worst max register to register,controlla.flip_flop.out[5]$_DFF_P_,DP.status.out[1]$_DFFE_PP_,5.79,15
worst min-delay path,controlla.flip_flop.out[11]$_DFF_P_,controlla.flip_flop.out[21]$_DFF_P_,0.45,1
[Yosys cell counts, drive strengths merged (6+ instances only)]
| library cell | number |
|---|---|
| ha | 21 |
| clkbuf | 32 |
| and3 | 12 |
| edfxtp | 213 |
| dfxtp | 24 |
| a21oi | 42 |
| inv | 18 |
| nor4 | 14 |
| nor2 | 51 |
| buf | 12 |
| o21a | 8 |
| mux2 | 13 |
| xor2 | 10 |
| or3 | 7 |
| o31ai | 6 |
| nor3b | 8 |
| a21o | 6 |
| xnor2 | 15 |
| o21ai | 74 |
| nor2b | 15 |
| nor3 | 14 |
| nand2b | 8 |
| nand2 | 93 |
| mux2i | 37 |
| nand3 | 16 |
| and2 | 16 |
| mux4 | 18 |
[metrics by stage]
stage               total power, W  hold WS, ns  setup slack (ns)  cell area, sq um  utilization [%]
floorplan                  0.00111        0.414              6.44             11100                -
global placement           0.00114        0.422              5.96             12000             55.2
detailed placement         0.00114        0.434              5.81             12000             55.2
CTS                        0.00197        0.450              5.80             12800             58.7
global route               0.00201        0.471              5.49             12800             58.7
finish                     0.00196        0.449              5.79             12800             58.7
[power by group through the flow]
stage / clock, W / sequential (W) / combinational (W)
4_1_cts: 0.000850 / 0.00102 / 0.0000983
5_1_grt: 0.000884 / 0.00102 / 0.000108
6_report: 0.000836 / 0.00102 / 0.0000981
[worst max-delay path, stage by stage (launching register included)]
cell and delay (ns):
sky130_fd_sc_hd__dfxtp_1 0.75, sky130_fd_sc_hd__or2_4 0.37, sky130_fd_sc_hd__o21ai_2 0.15, sky130_fd_sc_hd__or4_4 0.57
sky130_fd_sc_hd__nor4_1 0.40, sky130_fd_sc_hd__a21oi_1 0.16, sky130_fd_sc_hd__xnor2_1 0.18, sky130_fd_sc_hd__ha_1 0.34
sky130_fd_sc_hd__and3_1 0.21, sky130_fd_sc_hd__nor2b_1 0.13, sky130_fd_sc_hd__o211ai_1 0.15, sky130_fd_sc_hd__and3_1 0.20
sky130_fd_sc_hd__o21ai_0 0.18, sky130_fd_sc_hd__mux2i_1 0.10, sky130_fd_sc_hd__a211o_2 0.36, sky130_fd_sc_hd__mux2_4 0.30
[state kept, by name (all words and copies together), names as in the netlist]
name / flops
DP.REGFILE.l5.out: 16
DP.REGFILE.l7.out: 16
DP.loadA.out: 16
DP.REGFILE.l6.out: 16
controlla.flip_flop.out: 24
DP.loadB.out: 16
DP.REGFILE.l0.out: 16
DP.REGFILE.l3.out: 16
DP.REGFILE.l4.out: 16
DP.status.out: 3
ld_en_data_address.out: 9
DP.REGFILE.l1.out: 16
instruction_reg.out: 16
PC_reg.out: 9
DP.REGFILE.l2.out: 16
DP.loadC.out: 16
Power and IR drop assume default switching activity.
